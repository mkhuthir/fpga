<file path="flow/design.v">
module led_count
(
  input  CLK,
  output LED1, LED2, LED3, LED4, LED5,
  output J1_3, J1_4, J1_5, J1_6, J1_7, J1_8, J1_9, J1_10,
  output J2_1, J2_2, J2_3, J2_4, J2_7, J2_8, J2_9, J2_10,
  output J3_3, J3_4, J3_5, J3_6, J3_7, J3_8, J3_9, J3_10
);
  localparam bits = 8;   
  localparam div  = 22;  
  reg [ bits+div-1:0] counter = 0;
  reg [ bits-1:0]     out;
  always @(posedge CLK) begin
    counter <= counter + 1;
    out     <= (counter >> div);   
  end
  assign { LED1, LED2, LED3, LED4, LED5 } = out;
  assign { J1_3, J1_4, J1_5, J1_6, J1_7, J1_8, J1_9, J1_10 } = out;
  assign { J2_1, J2_2, J2_3, J2_4, J2_7, J2_8, J2_9, J2_10 } = out;
  assign { J3_3, J3_4, J3_5, J3_6, J3_7, J3_8, J3_9, J3_10 } = out;
endmodule
</file>
<file path="flow/run.sh">
#!/bin/bash
# OpenROAD 26Q1-2900-gdf79404cd8, Yosys 0.63+post, stock flow scripts
make -C /OpenROAD-flow-scripts/flow DESIGN_CONFIG=/design/flow/config.mk WORK_HOME=/design/flow/orfs finish
</file>
<file path="flow/config.mk">
export PLATFORM = sky130hd
export DESIGN_NAME = led_count
export DESIGN_NICKNAME = led_count
export VERILOG_FILES = /design/flow/design.v
export SDC_FILE = /design/flow/constraint.sdc
export NUM_CORES = 4
export LEC_CHECK = 1
export CORE_AREA = 10 10 95 95
export DIE_AREA = 0 0 105 105
</file>
<file path="flow/constraint.sdc">
current_design led_count

set clk_period 4.9
set clk_io_pct 0.2

create_clock -name clk0 -period $clk_period [get_ports {CLK}]

set non_clock_inputs [all_inputs -no_clocks]
set_input_delay [expr $clk_period * $clk_io_pct] -clock clk0 $non_clock_inputs
set_output_delay [expr $clk_period * $clk_io_pct] -clock clk0 [all_outputs]
</file>
==> flow_metrics.env <==
# implementation run metrics
export IMPL_postPlaceCellArea_um2=1770
export IMPL_cts_resized_gates=0
export IMPL_comb_power_share_pct=0
export IMPL_cellLeakagePower_nw=0.660
export IMPL_worst_slew_margin_relative_to_its_limit_pct=64.5
export IMPL_critical_path_slowest_cell="clkdlybuf4s50_1"
export IMPL_dp_hpwl_um=1650
export IMPL_pin_count_of_the_biggest_net_entering_global_routing=12
export IMPL_drt_pre_antenna_iters=3
export IMPL_grt_setup_unrepaired="no"
export IMPL_worst_r2r_startpoint="counter[0]"
export IMPL_chipWidth_um=105
export IMPL_syn_inst=139
export IMPL_clock_latency_ns=0.28
export IMPL_num_rows=30
export IMPL_hold_path_class="reg2reg"
export IMPL_report_final_slew_viol_count=0
export IMPL_finalSetupTns_ns=0
export IMPL_cts_buffers_inserted=5
export IMPL_ant_nets=0
export IMPL_p_per_area_nw_per_um2=305
export IMPL_totalPowerFinal_w=0.000573
export IMPL_netsw_w=0.000101
export IMPL_post_synthesis_cell_count_from_yosys=139
export IMPL_clock_tree_root_cell="clkbuf_8"
export IMPL_timing_critical_path_required_ns=3.92
export IMPL_max_clock_path_buffers=2
export IMPL_cts_hold_repair_buffers=0
export IMPL_finish_utilization_pct=27.2
export IMPL_final_report_hold_violation_count=0
export IMPL_placeableCoreArea_um2=6910
export IMPL_log_warning_count=25
export IMPL_category_of_the_worst_setup_path_launch_point="flop"
export IMPL_worst_setup_path_type="reg2out"
export IMPL_pin_count=30
export IMPL_crit_path_end_kind="output pin"
export IMPL_share_seq_of_total_power_pct=53.9
export IMPL_clk_transition_reported_paths_ns=0.07
export IMPL_power_share_switching_pct=17.7
export IMPL_yosys_stat_chipArea_um2=1510
export IMPL_antenna_cells=0
export IMPL_numPlacedInstances=243
export IMPL_critical_path_cell_chain="clkdlybuf4s50_1"
export IMPL_min_delay_worst_endpoint="out[7]"
export IMPL_grt_most_used_layer="met1"
export IMPL_route_detailed_drc=0
export IMPL_regToRegEndpoint="counter[28]"
export IMPL_postSynthAreaPerCell_um2=10.9
export IMPL_worst_pin_slew_ns=0.529
export IMPL_die_area_um2=11000
export IMPL_global_placer_s_final_weighted_congestion=0.693
export IMPL_mappedNetlistArea_um2=1510
export IMPL_met2_global_route_usage_pct=5.47
export IMPL_cts_num_sinks=38
export IMPL_min_period_ns=2.11
export IMPL_fin_cells=250
export IMPL_design_area_um2=1880
export IMPL_syn_to_final_growth_pct=24.2
export IMPL_run_status="complete, no violations"
export IMPL_min_path_cells=0
export IMPL_global_route_wire_length_before_repair_um=4060
export IMPL_post_drt_via_cell_ratio=3.63
export IMPL_peak_freq_mhz=473
export IMPL_setup_viol=0
export IMPL_layout_cells_most_common="dfxtp_1"
export IMPL_dr_iter_0_viols=50
export IMPL_timing_critical_path_arrival_ns=1.13
export IMPL_clock_power_share_pct=46.1
export IMPL_ir_worst_vdd_v=0.000135
export IMPL_synth_yosys_warnings=1
export IMPL_cts_max_level=2
export IMPL_use_met3_pct=3.11
export IMPL_worstPathMaxFanout=4
export IMPL_p_int_w=0.000471
export IMPL_fin_crit_sh_pct=43.1
export IMPL_post_route_skew_ns=0.00373
export IMPL_antenna_found_initial=0
export IMPL_portBuffers=29
export IMPL_postSynthSeqShare_pct=50.3
export IMPL_cp_num_buf_inv=1
export IMPL_reg2reg_setup_slack_ns=3.15
export IMPL_synth_flop_count=38
export IMPL_grt_use_met1_pct=5.61
export IMPL_die_height_um=105
export IMPL_drive_gt1_share_pct=9.09
export IMPL_most_common_layout_cells="dfxtp_1 (38), clkdlybuf4s50_1 (29), xnor2_1 (19), nand3_1 (10), nand2_1 (10)"
export IMPL_post_route_wl_um=2320
export IMPL_post_drt_wl_per_cell_um=9.26
export IMPL_fp_util_pct=21.9
export IMPL_grt_overflow=0
export IMPL_maxCapViolCount=0
export IMPL_timing_reg2reg_worst_path_depth=5
export IMPL_synth_distinct_cells=19
export IMPL_overall_routing_resource_usage_pct=4.23
export IMPL_critPathMaxStageDelay_ns=0.49
export IMPL_post_cts_setup_buffer_count=0
export IMPL_tritoncts="yes"
export IMPL_vias=907
export IMPL_number_of_global_route_vias_before_repair=875
export IMPL_cell_type_group_with_the_largest_total_delay_on_the_critical_path="buffers and inverters"
export IMPL_hp_start="counter[29]"
-- routing by layer --
metal  vias up  share of wire, %
met1       395                52
met3         2                13
met5         -                 0
met4         0              0.99
li1        474                 -
met2        36                34
-- worst max-delay path by stage --
stage | from | slack, ns | cells after the start | to
after CTS | out[1] | 2.76 | 1 | J1_9
after global routing | out[0] | 2.71 | 1 | J1_10
final | out[1] | 2.79 | 1 | J1_9
-- per-stage QoR --
step	setup WS [ns]	hold slack, ns
after floorplan	3.42	0.350
after detailed placement	3.08	0.361
after global routing	2.71	0.378
after CTS	2.76	0.371
final	2.79	0.372
after global placement	3.10	0.358
-- sequential cells by signal, summed over array words and instances, names as in the netlist --
register and flops:
counter 30, out 8
-- cell usage after synthesis --
master	number	area (um^2)
and3_1	4	25.0
buf_4	21	158
dfxtp_1	38	761
ha_1	1	12.5
inv_1	3	11.3
nand2_1	10	37.5
nand3_1	10	50.1
nand3_2	1	10.0
nand3_4	1	17.5
nand4_1	6	37.5
nand4_2	1	12.5
nand4_4	1	21.3
nor2_1	6	22.5
nor3_1	3	15.0
nor4_1	1	6.26
nor4_4	3	63.8
or2_1	1	6.26
xnor2_1	19	166
xor2_1	9	78.8
-- final cells by class --
| cell class | count | area, um^2 |
|---|---|---|
| clock buffers | 6 | 82.6 |
| flip-flops and latches | 38 | 761 |
| multi-input cells | 77 | 583 |
| repair buffers | 29 | 290 |
| clock inverters | 1 | 30.0 |
| fillers | 712 | 5030 |
| well taps | 96 | 120 |
| inverters | 3 | 11.3 |
-- power by group through the flow --
| stage | logic, W | clock network [W] | registers (W) |
|---|---|---|---|
| after CTS | 0.000000000297 | 0.000273 | 0.000309 |
| after global routing | 0.000000000297 | 0.000288 | 0.000308 |
| final | 0.000000000297 | 0.000264 | 0.000309 |
-- cell families after synthesis --
group / after synthesis / share of synthesized area (%)
buf+inv: 24 / 11.2
fa+ha+maj: 1 / 0.827
xor+xnor: 28 / 16.2
simple gates: 48 / 21.5
flops: 38 / 50.3
Power figures rest on the tool's default switching activity, not on a simulated workload.
