[design/flow/design.v]
module moore_fsm (
    input               clk,
    input               rst_btn,
    input               go_btn,
    output  reg [3:0]   led,
    output  reg         done_sig
);
    localparam  STATE_IDLE      = 2'd0;
    localparam  STATE_COUNTING  = 2'd1;
    localparam  STATE_DONE      = 2'd2;
    localparam  MAX_CLK_COUNT   = 24'd1500000;
    localparam  MAX_LED_COUNT   = 4'hF;
    wire rst;
    wire go;
    reg         div_clk;
    reg [1:0]   state;
    reg [23:0]  clk_count;
    assign rst = ~rst_btn;
    assign go = ~go_btn;
    always @ (posedge clk or posedge rst) begin
        if (rst == 1'b1) begin
            clk_count <= 24'b0;
        end else if (clk_count == MAX_CLK_COUNT) begin
            clk_count <= 24'b0;
            div_clk <= ~div_clk;
        end else begin
            clk_count <= clk_count + 1;
        end
    end
    always @ (posedge div_clk or posedge rst) begin
        if (rst == 1'b1) begin
            state <= STATE_IDLE;
        end else begin
            case (state)
                STATE_IDLE: begin
                    if (go == 1'b1) begin
                        state <= STATE_COUNTING;
                    end
                end
                STATE_COUNTING: begin
                    if (led == MAX_LED_COUNT) begin
                        state <= STATE_DONE;
                    end
                end
                STATE_DONE: state <= STATE_IDLE;
                default: state <= STATE_IDLE;
            endcase
        end
    end
    always @ (posedge div_clk or posedge rst) begin
        if (rst == 1'b1) begin
            led <= 4'd0;
        end else begin
            if (state == STATE_COUNTING) begin
                led <= led + 1;
            end else begin
                led <= 4'd0;
            end
        end
    end
    always @ ( * ) begin
        if (state == STATE_DONE) begin
            done_sig = 1'b1;
        end else begin
            done_sig = 1'b0;
        end
    end
endmodule
[design/flow/run.sh]
#!/bin/bash
# OpenROAD 26Q1-2900-gdf79404cd8, Yosys 0.63+post, stock flow scripts
make -C /OpenROAD-flow-scripts/flow DESIGN_CONFIG=/design/flow/config.mk WORK_HOME=/design/flow/orfs finish
[design/flow/config.mk]
export PLATFORM = sky130hd
export DESIGN_NAME = moore_fsm
export DESIGN_NICKNAME = moore_fsm
export VERILOG_FILES = /design/flow/design.v
export SDC_FILE = /design/flow/constraint.sdc
export NUM_CORES = 4
export LEC_CHECK = 1
export CORE_UTILIZATION = 30
[design/flow/constraint.sdc]
current_design moore_fsm

set clk_period 3.7
set clk_io_pct 0.2

create_clock -name clk0 -period $clk_period [get_ports {clk}]

set non_clock_inputs [all_inputs -no_clocks]
set_input_delay [expr $clk_period * $clk_io_pct] -clock clk0 $non_clock_inputs
set_output_delay [expr $clk_period * $clk_io_pct] -clock clk0 [all_outputs]
==> flow_metrics.tcl <==
# implementation run metrics
set metrics [dict create \
    fp.dieW_um 72.8 \
    timing.final.ws_setup_ps 1750 \
    area_leaders "dfrtp_1 (50%), xnor2_1 (6.4%), xor2_1 (5.2%)" \
    logic_area_um2 648 \
    io_pins 8 \
    drc_errors 0 \
    hp-class "register to register" \
    grt_pass1_wl_um 4740 \
    yosysWarnings 1 \
    finalClockSkew_ps 2.87 \
    tns_ps 0 \
    relSlewSlack_pct 64.7 \
    powerDensity_mw_per_mm2 261 \
    final-hold-violation-count 0 \
    crit_path_max_fanout 7 \
    slew_viol_final 0 \
    cp.required_ps 3860 \
    drive_gt1_share_pct 8.44 \
    synth_flops 32 \
    core_mm2 0.00479 \
    async_flop_share_pct 96.9 \
    clock_latency_ps 270 \
    grt_pass1_vias 991 \
    hold_path_depth 1 \
    avgSynthCellArea_um2 10.4 \
    fin_cells 221 \
    post-place-cells 217 \
    worstMarginPinSlew_ps 525 \
    holdBufCountCts 0 \
    ir_drop_uv 253 \
    setup_viol 0 \
    synth.distinct_cells 32 \
    edf_count 1 \
    wl_um 2580 \
    ctsResizeCount 0 \
    cap_violations 0 \
    ys_chip_area_mm2 0.00150 \
    avgRoutedWirePerCell_um 11.7 \
    post-dp-hpwl_um 1790 \
    top_cell_area_share_pct 50.0 \
    numCtsBuffers 3 \
    period_needed_ps 1950 \
    synth_cells 144 \
    warnings 26 \
    avgViaCountPerCell 4.71 \
    crit_path_start_kind "register" \
    portBuffers 7 \
    cts_setup_buffers 0 \
    finalPower_uw 445 \
    end_kind "register" \
    yosys-stat-cells 144 \
    top_area_cell "dfrtp_1" \
    clk_pin_slew_ps 90 \
    outcome "finished, final reports clean" \
    grt.overflow.total 0 \
    reg2reg_depth 5 \
    seq_area_um2 807 \
    drt_first_iter_violations 91 \
    rsz0062_at_grt "false" \
    final_cell_mix "dfrtp_1 (30), nor2_1 (17), xnor2_1 (11), inv_1 (9), xor2_1 (9)" \
    drt_pre_antenna_iters 4 \
    htreeDepth 1 \
    fp_util_pct 31.4 \
    ys_seq_share_pct 53.7 \
    utilization_pct 35.6 \
    netlist_area_mm2 0.00150 \
    clockBufferDepth 2 \
    fmax_mhz 512 \
    mostFrequentLayoutCell "dfrtp_1" \
    grtUsageTotal_pct 11.5 \
    critPathArrivalTime_ps 2110 \
    unclocked_regs 7 \
    fill_cells 481 \
    place_ws_ps 1620 \
    antenna-diode-count 0 \
    root_buffer "clkbuf_8" \
    grt_max_degree 33 \
    fin_crit_sh_pct 52.8 \
    vias 1041 \
    die_h_um 72.8 \
    cts_tree "built" \
    leakagePower_nw 0.734 \
    grt_antenna_before_repair 0 \
    synthFlopType "dfrtp_1" \
    rows 25 \
    ant_nets 0 \
    gp_congestion 0.800 \
    path_class "register to register" \
    area_growth_pct 13.4 \
    untimed_endpoints 12 \
    chipArea_mm2 0.00530 \
]
==> flip-flops by register name (all words and copies together) (netlist names) <==
signal     cells
clk_count     24
state          3
led            4
div_clk        1
==> final timing paths <==
| path | end | slack, ps | start |
|---|---|---|---|
| max in group asynchronous | clk_count[7] | 2550 | rst_btn |
| setup / recovery | clk_count[18] | 1750 | clk_count[0] |
| min in group asynchronous | clk_count[21] | 870 | rst_btn |
| setup reg to reg | clk_count[18] | 1750 | clk_count[0] |
| hold / removal | clk_count[23] | 470 | clk_count[23] |
| hold reg to reg | clk_count[23] | 470 | clk_count[23] |
==> metrics by stage <==
| stage | instance area, µm² | hold slack [ps] |
|---|---|---|
| final | 1700 | 468 |
| after global routing | 1700 | 494 |
| after CTS | 1700 | 475 |
| after detailed placement | 1660 | 460 |
| after global placement | 1660 | 455 |
| after floorplan | 1500 | 443 |
==> where the power goes <==
group | switching [mW] | internal [mW]
clock | 0.0859 | 0.0753
combinational | 0.00671 | 0.00255
sequential | 0 | 0.274
==> cells by family after synthesis <==
logic type	synth area share [%]
AND-OR/OR-AND	4.08
XOR/XNOR	11.7
adder cells (fa/ha/maj)	2.50
buffers and inverters	3.58
flip-flops	53.7
AND/OR/NAND/NOR	24.5
==> layout make-up <==
type | instances | share of cell area [%]
Sequential cell | 32 | 47.4
Multi-Input combinational cell | 100 | 38.0
Timing Repair Buffer | 9 | 4.99
Tap cell | 67 | 4.92
Clock buffer | 3 | 2.42
Inverter | 9 | 1.98
Clock inverter | 1 | 0.294
==> layer usage <==
layer | vias to the layer above | track usage [%] | part of all wire, %
met5 | - | 0 | 0
met4 | 0 | 0.436 | 0.54
met3 | 2 | 2.24 | 3.1
met2 | 15 | 16.9 | 46
met1 | 501 | 19.0 | 51
li1 | 523 | - | -
==> cell usage after synthesis, types with 2 or more instances <==
library cell and count:
nand3_2 2, nor2_1 17, or4_1 2, nand4_1 8
o31ai_1 2, nand2_1 8, and2_1 2, a21oi_1 4
ha_1 3, nor3_1 4, o21ai_0 2, xnor2_1 11
nand3_1 8, nor4b_1 3, inv_1 9, nor4_1 6
dfrtp_1 30, xor2_1 9
==> critical path, cell delays in order, from the launching register on <==
cell     delay (ps)
dfrtp_1         450
ha_1            230
nand4_1         310
nor4_1          560
a31o_2          230
a21oi_1          60
Power and IR drop assume default switching activity.
