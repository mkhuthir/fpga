$ cat ./run.sh
#!/bin/bash
# OpenROAD 26Q1-2900-gdf79404cd8, Yosys 0.63+post, stock flow scripts
make -C /OpenROAD-flow-scripts/flow DESIGN_CONFIG=/design/flow/config.mk WORK_HOME=/design/flow/orfs finish
$ cat ./config.mk
export PLATFORM = sky130hd
export DESIGN_NAME = top_design
export DESIGN_NICKNAME = top_design
export VERILOG_FILES = /design/flow/design.v
export SDC_FILE = /design/flow/constraint.sdc
export NUM_CORES = 4
export LEC_CHECK = 1
export CORE_UTILIZATION = 50
$ cat ./constraint.sdc
current_design top_design

set clk_period 4.0
set clk_io_pct 0.2

create_clock -name clk0 -period $clk_period [get_ports {clk}]

set non_clock_inputs [all_inputs -no_clocks]
set_input_delay [expr $clk_period * $clk_io_pct] -clock clk0 $non_clock_inputs
set_output_delay [expr $clk_period * $clk_io_pct] -clock clk0 [all_outputs]
$ cat ./design.v
module clock_divider (
    input       clk,
    input       rst,
    output  reg out    
);
    parameter                   COUNT_WIDTH = 24;
    parameter [COUNT_WIDTH:0]   MAX_COUNT   = 6000000 - 1;
    wire rst;
    reg div_clk;
    reg [COUNT_WIDTH:0] count;
    always @ (posedge clk or posedge rst) begin
        if (rst == 1'b1) begin
            count <= 0;
            out <= 0;
        end else if (count == MAX_COUNT) begin
            count <= 0;
            out <= ~out;
        end else begin
            count <= count + 1;
        end
    end
endmodule
module top_design (
    input           clk,
    input           rst_btn,
    output  [1:0]   led          
);
    wire rst;
    assign rst = ~rst_btn;
    clock_divider div_1 (
        .clk(clk), 
        .rst(rst), 
        .out(led[0])
    );
    defparam div_1.COUNT_WIDTH  = 32;
    defparam div_1.MAX_COUNT    = 1500000 - 1;
    clock_divider div_2 (
        .clk(clk),
        .rst(rst),
        .out(led[1])
    );
endmodule
==> design notes <==
Dividing total power by cell area gives a power density of 338.2 nW/um^2. The power report puts the leakage power at 1.458 nW. In the final run the clock tree shows a worst skew of 0.007611 ns. The run gives 0 for the number of slew-limit violations in the final report.

The most frequent cell after synthesis was sky130_fd_sc_hd__dfrtp_1. For reference, the top cells by count after synthesis are sky130_fd_sc_hd__dfrtp_1 (60), sky130_fd_sc_hd__nand2_1 (26), sky130_fd_sc_hd__nand3_1 (22), sky130_fd_sc_hd__nand4_1 (22), sky130_fd_sc_hd__xor2_1 (21). Entering global routing, the biggest net connects 36 pins. For this run, the top clock speed supported by timing is 0.4825 GHz. In the synthesized netlist the dominant register cell turns out to be sky130_fd_sc_hd__dfrtp_1. Using the TritonRoute via totals, the vias-per-cell ratio works out to 5.878.

Per the final timing report, the hold violations number 0. For this design the top-level I/O count stands at 4. After synthesis the cells add up to 3049 um^2.

The run gives 0.5181 for the share of the core filled by cells before placement. Summing over every cut layer, the via total after detailed routing is 2322. The count of buffers added by post-CTS timing repair for setup was 0. The routed design shows a wire length per standard cell of 15.58 um. Counting flops with a built-in enable in the synthesized netlist gives 0.

The number of placement rows is 28. The cell type of the slowest stage on the worst timing path is sky130_fd_sc_hd__or4_1. For reference, the critical path cell chain is or4_1 > or4_4 > nor3_4 > xor2_1. Adding up every negative setup slack in the final design gives 0 ns.

After technology mapping, the gate count stands at 309. The sequential cell area fraction in the yosys report was 0.4924. The main area contributors are sky130_fd_sc_hd__dfrtp_1 (49%), sky130_fd_sc_hd__xor2_1 (6.0%), sky130_fd_sc_hd__xnor2_1 (5.7%), sky130_fd_sc_hd__nand4_1 (4.5%), sky130_fd_sc_hd__nor4_1 (3.7%). The final global-route overflow total is 0.

The worst path meets setup with 1.928 ns of slack. Count of antenna-violating nets left after detailed routing: 0. For the residual DRC count, the log shows 0.

The area reported by Yosys stat came out at 3049 um^2. The pre-antenna-repair detailed-routing pass consisted of 4 iterations. After detailed placement, the total cell area comes to 3146 um^2. Wires add up to 6.156 mm. According to the hold report, the worst path is of the input port to async pin type. TritonCTS built the clock tree.

The combined global-route utilization of all metal layers was 0.2234; the logic area was 1484 um^2. The synthesis report lists the Yosys warning total as 2. The area share of the largest cell type after synthesis was 0.4924; the wire length of the first global-routing pass was 10.67 mm. As logged by OpenROAD, the buffers inserted on ports number 3.

The synth_stat.txt file lists the number of cells as 309. The worst setup path is of the flip-flop to flip-flop kind. For the maximum number of buffers from clock root to sink, the log shows 2. The finished cells cover 3334 um^2.

The tools report the final hold slack as 0.4518 ns. Measured along the y axis, the die boundary spans 80.09 um. The number of clock buffers added by TritonCTS is 9.

The proportion of layout cells with a drive suffix above 1 works out to 0.08750. The final report lists the setup-violating endpoint count as 0. The core box area came out at 5886 um^2. CTS built an H-tree with a depth of 3. The nature of the critical path startpoint is a flip-flop.

The run gives 0.33 ns for the latest clock arrival within the worst-skew pair. The biggest cell delay along the critical path came out at 0.53 ns. The final timing report derives a shortest allowable period of 2.072 ns. Prior to clock tree synthesis, the placed netlist has a worst setup slack of 1.918 ns. The final weighted congestion recorded by global placement is 0.8584.

The die outline area is 6414 um^2, and the count of cell types in the netlist is 38. The logs give 2.33 ns for the data arrival time at the worst-slack endpoint and 1501 um^2 for the register area. With the number of cell instances on the worst register-to-register path at 4, the detailed placement HPWL is 4.290 mm.

The logs give 0.4553 for the worst slew slack as a fraction of its limit and 4.26 ns for the required time of the worst setup path. Once synthesis finished, the tally of register bits stood at 60. At the pin with the least slew margin, the transition time is 0.8096 ns. The run gives 0 for the initial antenna violation count. After synthesis, the mean cell area works out to 9.868 um^2. The number of warning messages in the logs came out at 25. The cell sitting at the root of the clock tree is a sky130_fd_sc_hd__clkbuf_8. STA classifies the critical path endpoint as a flip-flop. The post-synthesis async set-or-reset flop share is 1.000. The run finished with clean final reports. The layout overhead on the synthesized area is 9.356%, and the top fanout value on the critical path is 9. Buffers inserted to repair hold after CTS numbered 0. The violation count after the first detailed-routing iteration is 117. TritonCTS reports the number of clock sinks as 60.

The final worst-path cycle share works out to 0.5181. For the via count of the first global-routing pass, the log shows 2285. The synthesized design spends more area on one cell type than any other, namely sky130_fd_sc_hd__dfrtp_1.

Max-cap violations in this run came to 0. The die width was 80.09 um. Post-CTS clock slew at the launch and capture registers of the worst setup and hold paths: 0.07 ns.

The run gives 0.0001797 V for the peak ir drop on the vdd network. The tools report the filler cell count as 490. Setup repair after global routing left no endpoint under its margin. The number of antenna cells inserted is 0, and the cell resize tally after clock tree synthesis is 0.
[metrics by stage]
step / std cells / utilization / power, mW
finish: 395 / 0.5665 / 1.128
global route: 395 / 0.5665 / 1.175
CTS: 395 / 0.5665 / 1.145
detailed placement: 379 / 0.5344 / 0.6316
global placement: 379 / 0.5344 / 0.6312
floorplan: 309 / - / 0.6182
[final cells by class]
class | instances | share of cell area
sequential | 60 | 0.4503
multi-input combinational | 233 | 0.4450
clock buffer | 13 | 0.05066
tap | 75 | 0.02814
timing repair buffer | 6 | 0.01426
clock inverter | 3 | 0.006004
inverter | 5 | 0.005629
[kinds of logic (layout without fill, tap and decap cells)]
logic type,Yosys count,in the layout,share of synthesized area
AND/OR/NAND/NOR,162,162,0.3008
flip-flops,60,60,0.4924
XOR/XNOR,41,41,0.1178
AND-OR/OR-AND,25,25,0.04801
buffers and inverters,16,27,0.02298
multiplexers,3,3,0.009849
adder cells (fa/ha/maj),2,2,0.008205
[cell usage in the layout (no fill, tap or decap), types with 3 or more instances in the layout]
master                     instances
sky130_fd_sc_hd__nand4_1          22
sky130_fd_sc_hd__dfrtp_1          60
sky130_fd_sc_hd__mux2i_1           3
sky130_fd_sc_hd__o21ai_0           8
sky130_fd_sc_hd__xnor2_1          20
sky130_fd_sc_hd__a21oi_1           8
sky130_fd_sc_hd__nand3_1          22
sky130_fd_sc_hd__nor2_1           16
sky130_fd_sc_hd__or3_1             7
sky130_fd_sc_hd__nand2_1          26
sky130_fd_sc_hd__xor2_1           21
sky130_fd_sc_hd__nor3_1           14
sky130_fd_sc_hd__and4_1            6
sky130_fd_sc_hd__buf_4             3
sky130_fd_sc_hd__and3_1           10
sky130_fd_sc_hd__a31oi_1           3
sky130_fd_sc_hd__nor4_1           17
sky130_fd_sc_hd__o211ai_1          3
sky130_fd_sc_hd__inv_1             5
sky130_fd_sc_hd__clkbuf_8         12
sky130_fd_sc_hd__or2_2             3
sky130_fd_sc_hd__nor4b_1           4
[worst max-delay path, delay by kind of cell, from the launching register on]
family                    cells  cell delay (ns)
DFF                           1             0.44
xor gates and xnor gates      1             0.17
and+or+nand+nor               3             1.39
[power by group]
| part | internal [mW] | switching [mW] | total [mW] | leakage, nW |
|---|---|---|---|---|
| combinational | 0.000969 | 0.0113 | 0.0123 | 0.547 |
| clock | 0.275 | 0.234 | 0.509 | 0.0917 |
| sequential | 0.607 | 0 | 0.607 | 0.819 |
[registers in the layout (all words and copies together) (netlist names)]
name	cells
div_2.out	1
div_2.count	25
div_1.out	1
div_1.count	33
[per-layer routing]
| metal | GRT usage | wire length (um) | share of wire |
|---|---|---|---|
| met3 | 0.02884 | 209 | 0.034 |
| met1 | 0.3514 | 2956 | 0.48 |
| met4 | 0.06071 | 127 | 0.021 |
| met2 | 0.3436 | 2862 | 0.46 |
| met5 | 0 | 0 | 0 |
[path summary, 6_finish.rpt]
path / from / endpoint / slack (ns)
max: div_1.count[10] / div_1.out / 1.93
min: rst_btn / div_2.count[5] / 0.45
max reg2reg: div_1.count[10] / div_1.out / 1.93
min reg2reg: div_2.out / div_2.out / 0.47
max in group asynchronous: rst_btn / div_1.count[4] / 2.69
min in group clk0: div_2.out / div_2.out / 0.47
Power is estimated from default activity; no workload was simulated.
